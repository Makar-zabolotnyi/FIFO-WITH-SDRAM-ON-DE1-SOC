===== design/flow/config.mk =====
export PLATFORM = sky130hd
export DESIGN_NAME = top_fifo_system
export DESIGN_NICKNAME = top_fifo_system
export VERILOG_FILES = /design/flow/design.v
export SDC_FILE = /design/flow/constraint.sdc
export NUM_CORES = 4
export LEC_CHECK = 1
export CORE_UTILIZATION = 50

===== design/flow/constraint.sdc =====
current_design top_fifo_system

set clk_period 4.0
set clk_io_pct 0.2

create_clock -name clk0 -period $clk_period [get_ports {CLOCK_50}]

set non_clock_inputs [all_inputs -no_clocks]
set_input_delay [expr $clk_period * $clk_io_pct] -clock clk0 $non_clock_inputs
set_output_delay [expr $clk_period * $clk_io_pct] -clock clk0 [all_outputs]

===== design/flow/design.v =====
module fifo_logic(
    input clk,
    input rst,
    input wr,
    input rd,
    output reg [ADDR-1:0] wr_addr = 0,
    output reg [ADDR-1:0] rd_addr = 0
);
parameter       ADDR = 4;
    always @(posedge clk) begin
        if (rst) begin
            wr_addr <= 0;
            rd_addr <= 0;
        end
        else begin
            if (wr)
                wr_addr <= wr_addr + 1;
            if (rd)
                rd_addr <= rd_addr + 1;
        end
    end
endmodule
module fifo_sdram #(
    parameter ADDR = 4,
    parameter DATA_WIDTH = 4
)(
    input                      clk,
    input                      rst,
    input                      we,
    input      [ADDR-1:0]      addr_wr,
    input      [ADDR-1:0]      addr_rd,
    input      [DATA_WIDTH-1:0] data_in,
    output reg [DATA_WIDTH-1:0] data_out,
    output [12:0] SDRAM_ADDR,
    output [1:0]  SDRAM_BA,
    inout  [15:0] SDRAM_DQ,
    output        SDRAM_WE_N,
    output        SDRAM_CAS_N,
    output        SDRAM_RAS_N,
    output [1:0]  SDRAM_DQM,
    output        SDRAM_CKE,
    output        SDRAM_CS_N
);
    reg         wr_req, rd_req;
    reg [23:0]  req_addr;
    reg [15:0]  req_wdata;
    wire        wr_ack;
    wire [15:0] rdata;
    wire        rvalid;
    sdram_controller u_sdram (
        .clk(clk),
        .rst(rst),
        .wr_req(wr_req),
        .wr_addr(req_addr),
        .wr_data(req_wdata),
        .wr_ack(wr_ack),
        .rd_req(rd_req),
        .rd_addr(req_addr),
        .rd_data(rdata),
        .rd_valid(rvalid),
        .SDRAM_ADDR(SDRAM_ADDR),
        .SDRAM_BA(SDRAM_BA),
        .SDRAM_DQ(SDRAM_DQ),
        .SDRAM_WE_N(SDRAM_WE_N),
        .SDRAM_CAS_N(SDRAM_CAS_N),
        .SDRAM_RAS_N(SDRAM_RAS_N),
        .SDRAM_DQM(SDRAM_DQM),
        .SDRAM_CKE(SDRAM_CKE),
        .SDRAM_CS_N(SDRAM_CS_N)
    );
    function [23:0] map_addr;
        input [ADDR-1:0] a;
        begin
            map_addr = {20'd0, a, 9'd0};  
        end
    endfunction
    reg write_in_progress, read_in_progress;
    reg [ADDR-1:0] last_addr_rd;
    always @(posedge clk) begin
        if (rst) begin
            wr_req <= 0;
            rd_req <= 0;
            req_addr <= 0;
            req_wdata <= 0;
            write_in_progress <= 0;
            read_in_progress <= 0;
            data_out <= 0;
            last_addr_rd <= 0;
        end else begin
            if (we && !write_in_progress && !read_in_progress) begin
                wr_req <= 1;
                req_addr <= map_addr(addr_wr);
                req_wdata <= { {(16-DATA_WIDTH){1'b0}}, data_in };
                write_in_progress <= 1;
            end
            if (write_in_progress && wr_ack) begin
                wr_req <= 0;
                write_in_progress <= 0;
            end
            if (!write_in_progress && !read_in_progress && (addr_rd != last_addr_rd)) begin
                rd_req <= 1;
                req_addr <= map_addr(addr_rd);
                read_in_progress <= 1;
                last_addr_rd <= addr_rd;
            end
            if (read_in_progress && rvalid) begin
                rd_req <= 0;
                data_out <= rdata[DATA_WIDTH-1:0];
                read_in_progress <= 0;
            end
        end
    end
endmodule
module hex_decoder(
    input  [3:0] num,
    output reg [6:0] segments
);
    always @(*) begin
        case(num)
            4'h0: segments = 7'b1000000;
            4'h1: segments = 7'b1111001;
            4'h2: segments = 7'b0100100;
            4'h3: segments = 7'b0110000;
            4'h4: segments = 7'b0011001;
            4'h5: segments = 7'b0010010;
            4'h6: segments = 7'b0000010;
            4'h7: segments = 7'b1111000;
            4'h8: segments = 7'b0000000;
            4'h9: segments = 7'b0010000;
            4'hA: segments = 7'b0001000;
            4'hB: segments = 7'b0000011;
            4'hC: segments = 7'b1000110;
            4'hD: segments = 7'b0100001;
            4'hE: segments = 7'b0000110;
            4'hF: segments = 7'b0001110;
        endcase
    end
endmodule
module sdram_controller #(
    parameter ROW_WIDTH = 13,
    parameter COL_WIDTH = 9,
    parameter BANK_WIDTH = 2,
    parameter HADDR_WIDTH = 24,
    parameter tRCD = 2,
    parameter tCAS = 3,
    parameter tWR  = 2,
    parameter tRP  = 2
)(
    input               clk,
    input               rst,
    input               wr_req,
    input [23:0]        wr_addr,
    input [15:0]        wr_data,
    output reg          wr_ack,
    input               rd_req,
    input [23:0]        rd_addr,
    output reg [15:0]   rd_data,
    output reg          rd_valid,
    output reg [12:0]   SDRAM_ADDR,
    output reg [1:0]    SDRAM_BA,
    inout [15:0]        SDRAM_DQ,
    output reg          SDRAM_WE_N,
    output reg          SDRAM_CAS_N,
    output reg          SDRAM_RAS_N,
    output reg [1:0]    SDRAM_DQM,
    output reg          SDRAM_CKE,
    output reg          SDRAM_CS_N
);
    reg [3:0] state;
    localparam IDLE=0, ACT=1, READ=2, WRITE=3, WAIT=4, PRE=5;
    reg drive_data;
    reg [15:0] data_out_reg;
    assign SDRAM_DQ = drive_data ? data_out_reg : 16'bz;
    reg [3:0] timer;
    reg have_wr, have_rd;
    reg [23:0] addr_latch;
    reg [15:0] wdata_latch;
    reg prev_wr_req, prev_rd_req;
    reg wr_edge, rd_edge;
    always @(posedge clk) begin
        if (rst) begin
            state <= IDLE;
            wr_ack <= 0;
            rd_valid <= 0;
            timer <= 0;
            drive_data <= 0;
            SDRAM_RAS_N <= 1;
            SDRAM_CAS_N <= 1;
            SDRAM_WE_N <= 1;
            SDRAM_CS_N <= 0;
            SDRAM_CKE <= 1;
            SDRAM_DQM <= 2'b11;   
            prev_wr_req = 0;
            prev_rd_req = 0;
            wr_edge = 0;
            rd_edge = 0;
        end else begin
            wr_edge = wr_req && !prev_wr_req;
            rd_edge = rd_req && !prev_rd_req;
            prev_wr_req = wr_req;
            prev_rd_req = rd_req;
            if (state == IDLE) begin
                if (wr_edge) begin
                    have_wr <= 1;
                    have_rd <= 0;
                    addr_latch <= wr_addr;
                    wdata_latch <= wr_data;
                    state <= ACT;
                    timer <= tRCD;
                    SDRAM_RAS_N <= 0;   
                    SDRAM_CAS_N <= 1;
                    SDRAM_WE_N <= 1;
                    SDRAM_DQM <= 2'b11;
                    SDRAM_BA <= wr_addr[23:22];
                    SDRAM_ADDR <= wr_addr[21:9];
                end else if (rd_edge) begin
                    have_wr <= 0;
                    have_rd <= 1;
                    addr_latch <= rd_addr;
                    state <= ACT;
                    timer <= tRCD;
                    SDRAM_RAS_N <= 0;   
                    SDRAM_CAS_N <= 1;
                    SDRAM_WE_N <= 1;
                    SDRAM_DQM <= 2'b11;
                    SDRAM_BA <= rd_addr[23:22];
                    SDRAM_ADDR <= rd_addr[21:9];
                end else begin
                    SDRAM_RAS_N <= 1;
                    SDRAM_CAS_N <= 1;
                    SDRAM_WE_N <= 1;
                    SDRAM_DQM <= 2'b11;
                    drive_data <= 0;
                end
            end
            if (timer > 0)
                timer <= timer - 1;
            case(state)
                IDLE: begin
                end
                ACT: begin
                    SDRAM_RAS_N <= 0;   
                    SDRAM_CAS_N <= 1;
                    SDRAM_WE_N <= 1;
                    SDRAM_DQM <= 2'b11;
                    if(timer==0) begin
                        state <= (have_wr ? WRITE : READ);
                        timer <= (have_wr ? tWR : tCAS);
                    end
                end
                WRITE: begin
                    drive_data <= 1;
                    data_out_reg <= wdata_latch;
                    SDRAM_RAS_N <= 1;   
                    SDRAM_CAS_N <= 0;   
                    SDRAM_WE_N <= 0;    
                    SDRAM_DQM <= 2'b00;   
                    state <= WAIT;
                end
                READ: begin
                    SDRAM_RAS_N <= 1;   
                    SDRAM_CAS_N <= 0;   
                    SDRAM_WE_N <= 1;    
                    SDRAM_DQM <= 2'b00;   
                    state <= WAIT;
                end
                WAIT: begin
                    SDRAM_RAS_N <= 1;   
                    SDRAM_CAS_N <= 1;   
                    SDRAM_WE_N <= 1;    
                    SDRAM_DQM <= 2'b11;   
                    drive_data <= 0;    
                    if(timer==0) begin
                        if(have_wr) begin
                            wr_ack <= 1;
                        end else begin
                            rd_valid <= 1;
                            rd_data <= SDRAM_DQ;   
                        end
                        state <= PRE;
                        timer <= tRP;
                        have_wr <= 0;
                        have_rd <= 0;
                    end else begin
                        wr_ack <= 0;
                        rd_valid <= 0;
                    end
                end
                PRE: begin
                    SDRAM_RAS_N <= 0;   
                    SDRAM_CAS_N <= 1;   
                    SDRAM_WE_N <= 0;    
                    SDRAM_ADDR[10] <= 1;   
                    if(timer==0) begin
                        state <= IDLE;
                    end
                end
                default: state <= IDLE;
            endcase
        end
    end
endmodule
module top_fifo_system(
    CLOCK_50, SW, KEY, HEX0, HEX2, HEX4, HEX5, LEDR,
    SDRAM_ADDR, SDRAM_BA, SDRAM_DQ, SDRAM_WE_N, SDRAM_CAS_N, SDRAM_RAS_N, SDRAM_DQM, SDRAM_CKE, SDRAM_CS_N, SDRAM_CLK
);
    parameter N = 4;
    input         CLOCK_50;
    input  [N-1:0]  SW;
    input  [3:0]  KEY;     
    output [6:0]  HEX0, HEX2, HEX4, HEX5;
    output [9:0]  LEDR;
    output [12:0] SDRAM_ADDR;
    output [1:0]  SDRAM_BA;
    inout  [15:0] SDRAM_DQ;
    output        SDRAM_WE_N;
    output        SDRAM_CAS_N;
    output        SDRAM_RAS_N;
    output [1:0]  SDRAM_DQM;
    output        SDRAM_CKE;
    output        SDRAM_CS_N;
    output        SDRAM_CLK;
    wire rst = ~KEY[3];        
    wire wr_raw = ~KEY[0];     
    wire rd_raw = ~KEY[1];     
    reg [2:0] wr_sync, rd_sync;
    reg [15:0] wr_debounce, rd_debounce;
    always @(posedge CLOCK_50) begin
        wr_sync[0] <= wr_raw;
        rd_sync[0] <= rd_raw;
        wr_sync[1] <= wr_sync[0];
        rd_sync[1] <= rd_sync[0];
        wr_sync[2] <= wr_sync[1];
        rd_sync[2] <= rd_sync[1];
    end
    always @(posedge CLOCK_50) begin
        if (!wr_sync[1]) begin
            wr_debounce <= 16'd0;   
        end else if (wr_debounce < 16'd2000) begin
            wr_debounce <= wr_debounce + 1;   
        end
        if (!rd_sync[1]) begin
            rd_debounce <= 16'd0;   
        end else if (rd_debounce < 16'd2000) begin
            rd_debounce <= rd_debounce + 1;   
        end
    end
    reg wr_stable_prev, rd_stable_prev;
    always @(posedge CLOCK_50) begin
        wr_stable_prev <= (wr_debounce >= 16'd2000);   
        rd_stable_prev <= (rd_debounce >= 16'd2000);   
    end
    wire wr_stable = (wr_debounce >= 16'd2000);
    wire rd_stable = (rd_debounce >= 16'd2000);
    wire wr = wr_stable && !wr_stable_prev;   
    wire rd = rd_stable && !rd_stable_prev;   
    wire [N-1:0] wr_addr, rd_addr;
    wire [N-1:0] fifo_out;
    fifo_sdram #(.ADDR(N), .DATA_WIDTH(N)) u_mem(
        .clk(CLOCK_50),
        .rst(rst),
        .we(wr),
        .addr_wr(wr_addr),
        .addr_rd(rd_addr),
        .data_in(SW),
        .data_out(fifo_out),
        .SDRAM_ADDR(SDRAM_ADDR),
        .SDRAM_BA(SDRAM_BA),
        .SDRAM_DQ(SDRAM_DQ),
        .SDRAM_WE_N(SDRAM_WE_N),
        .SDRAM_CAS_N(SDRAM_CAS_N),
        .SDRAM_RAS_N(SDRAM_RAS_N),
        .SDRAM_DQM(SDRAM_DQM),
        .SDRAM_CKE(SDRAM_CKE),
        .SDRAM_CS_N(SDRAM_CS_N)
    );
    fifo_logic #(.ADDR(N)) u_logic(
        .clk(CLOCK_50),
        .rst(rst),
        .wr(wr),
        .rd(rd),
        .wr_addr(wr_addr),
        .rd_addr(rd_addr)
    );
    hex_decoder HEX0_hex(
        .num(fifo_out[3:0]),   
        .segments(HEX0)
    );
    hex_decoder HEX2_hex(
        .num(rd_addr),
        .segments(HEX2)
    );
    hex_decoder HEX4_hex(
        .num(SW[3:0]),
        .segments(HEX4)
    );
    hex_decoder HEX5_hex(
        .num(wr_addr),
        .segments(HEX5)
    );
    assign LEDR[N-1:0] = SW;
    assign LEDR[9:N] = 0;
    assign SDRAM_CLK = CLOCK_50;
endmodule

===== design/flow/run.sh =====
#!/bin/bash
# OpenROAD 26Q1-2900-gdf79404cd8, Yosys 0.63+post, stock flow scripts
make -C /OpenROAD-flow-scripts/flow DESIGN_CONFIG=/design/flow/config.mk WORK_HOME=/design/flow/orfs finish

==> qor_table.md <==
| Metric | Value |
|:---|:---|
| Result of the run | complete, no violations |
| Most area-hungry cell type in the Yosys netlist | sky130_fd_sc_hd__dfxtp_1 |
| Number of cells produced by synthesis | 577 |
| Hold buffer count at CTS | 0 |
| Yosys cell count | 577 |
| Largest cells by area after synthesis | sky130_fd_sc_hd__dfxtp_1 (33%), sky130_fd_sc_hd__edfxtp_1 (10%), sky130_fd_sc_hd__ha_1 (6.8%) |
| Die footprint | 11100 um2 |
| Post-CTS sizing | 0 |
| Startpoint of the most critical hold path | wr_sync[0] |
| Post-CTS Repair Setup Buffers | 0 |
| Critical Path Slowest Stage Cell | sky130_fd_sc_hd__clkdlybuf4s50_1 |
| Number of cells traversed by the worst hold path | 0 |
| Max Freq | 285 MHz |
| Worst-case register-to-register setup slack | 1700 ps |
| Post-DRT Antenna Nets | 0 |
| CP Capture Type | primary output |
| Post-route fraction of the period consumed by the critical path | 87.7% |
| Largest family of logic cells by area | simple AND/OR/NAND/NOR gates |
| Initial drt markers | 125 |
| Synthesis-to-finish area growth | 12.7% |
| Cell chain of the critical path | clkdlybuf4s50_1 -> inv_1 -> ha_1 -> nor2b_1 -> nor3_1 -> a31oi_1 -> clkdlybuf4s50_1 |
| Main flop type after synthesis | sky130_fd_sc_hd__dfxtp_1 |
| Worst relative slew slack | 54.8% |
| Type of the worst setup path | input port to primary output |
| Largest net degree at the start of global routing | 27 |
| Via/cell ratio | 4.99 |
| Total power | 2130 uW |
| Final worst clock skew | 10.3 ps |
| Final count of pins violating max slew | 0 |
| Actual transition at the worst max-transition pin | 676 ps |
| Diode count | 0 |
| Proportion of netlist area held by the largest area contributor | 33.5% |
| Multiplexer share of the synthesized area | 4.28% |
| Placer's final routability congestion estimate | 0.801 |
| Power per cell area | 355 nW/um2 |
| Max-capacitance violation count | 0 |
| Final setup violation count | 0 |
| Overall routed net length | 8570 um |
| Basic-gate share of the synthesized area counting and, or, nand and nor cells | 20.5% |
| Fraction of layout instances using a drive strength above 1 | 6.18% |
| Total global routing overflow | 0 |
| Total standard cell area after synthesis | 5320 um2 |
| Reg2reg path depth | 5 |
| Setup_tns | 0 ps |
| Kind of start point of the critical path | input port |
| Synthesized-area fraction occupied by ao, oa, aoi and oai cells | 11.3% |
| Row Count | 37 |
| Hold Vio Cnt, Final | 0 |
| Count of input and output buffers | 50 |
| Critical path buffers and inverters | 3 |
| Async S/R FF share, synth | 0% |
| Height of the chip | 105 um |
| Area reported by Yosys stat | 5320 um2 |
| Post-detailed-route wirelength per cell | 11.4 um |
| Drt first pass iters | 5 |
| Worst reg2reg path endpoint | u_mem.u_sdram.rd_data[3] |
| Crit path required time | 3200 ps |
| Core utilization at floorplan | 51.6% |
| Worst path setup slack after routing | 492 ps |
| Post-synthesis cell type count | 56 |
| Tally of filler cells in the layout | 878 |
| #FFs+latches synth | 107 |
| Total Routing Usage GR | 16.7% |
| Leakage | 0.00233 uW |
| Via count of the first global-routing pass | 3269 |
| Endpoint arrival time on the critical path | 2710 ps |
| Post-Syn Area per Cell | 9.23 um2 |
| Clock Pin Slew Worst Setup and Hold Paths | 90 ps |
| Post-synth tally of flip-flops with integrated enable | 18 |
| Area share of xor/xnor cells in the synthesized design | 4.11% |
| Global-route wire length before repair | 14600 um |
| Storage cell area | 2320 um2 |
| Critical path's most frequent cell | sky130_fd_sc_hd__clkdlybuf4s50_1 |
| Synthesized-area fraction occupied by adder cells | 6.82% |
| Residual DRC | 0 |
| Core Footprint | 10300 um2 |
| Log Warnings | 59 |
| Worst min-delay path endpoint | wr_sync[1] |
| Share of synthesized area occupied by flip-flops and latches | 43.6% |
| Finished Core Util | 58.1% |
| Number of ports placed on the die boundary | 86 |
| Delay-heaviest family, CP | buffers and inverters |
| Dpl ws | 501 ps |
| Warnings from Yosys | 6 |
| Unrepaired setup endpoints after global routing | false |
| Crit-path max FO | 7 |
| Shortest clock period the worst path allows after layout | 3510 ps |
| Total number of vias | 3747 |
| Insertion delay of the later-clocked pin in the worst-skew pair | 480 ps |
| HPWL after detailed placement | 5890 um |
| Antenna violations before repair | 0 |
| TritonCTS clock tree | done |
| Kind of path behind the tightest hold check | register to register |
| Critical path's largest stage delay | 620 ps |
| Largest voltage drop on the vdd net | 0.292 mV |
| Die x size | 105 um |
| Gate Area | 2620 um2 |
## where the power goes
part | internal [uW] | total [uW] | switching [uW]
Combinational | 78.8 | 166 | 87.6
Sequential | 1110 | 1130 | 20.8
Clock | 471 | 829 | 359
## Yosys cell counts (all sizes together) (3+ instances only)
| cell type | n |
|---|---|
| a21boi | 5 |
| a21oi | 36 |
| a31oi | 4 |
| and2 | 29 |
| and3 | 4 |
| buf | 44 |
| clkbuf | 17 |
| dfxtp | 89 |
| edfxtp | 18 |
| ha | 29 |
| inv | 27 |
| mux2i | 16 |
| nand2 | 59 |
| nand2b | 4 |
| nand3 | 19 |
| nand3b | 3 |
| nand4 | 6 |
| nor2 | 41 |
| nor2b | 7 |
| nor3 | 10 |
| nor3b | 5 |
| nor4 | 5 |
| o211ai | 5 |
| o21a | 3 |
| o21ai | 25 |
| o22ai | 4 |
| o31ai | 5 |
| or3 | 10 |
| xnor2 | 18 |
| xor2 | 7 |
## worst register-to-register path, delay by kind of cell (launching register included)
kind	cells	cell delay [ps]
buf+inv	1	70
simple gates	3	1320
flops	1	340
fa+ha+maj	1	210
## per-stage QoR
step	std cells	instance area, um2	hold WS (ps)
3_3_place_gp	732	5730	312
3_5_place_dp	732	5730	316
6_report	751	6000	334
5_1_grt	751	6000	352
4_1_cts	751	6000	338
2_1_floorplan	605	5430	310
## how the worst max path moves through the flow
stage | from | end | slack (ps) | depth (start not counted)
global route | SW[1] | HEX4[3] | 370 | 7
CTS | SW[0] | HEX4[3] | 490 | 7
finish | SW[0] | HEX4[3] | 490 | 7
## cell usage in the layout (no fill, tap or decap), types with 3 or more instances in the layout
master	netlist	routed
sky130_fd_sc_hd__nand2_1	59	59
sky130_fd_sc_hd__o211ai_1	5	5
sky130_fd_sc_hd__clkdlybuf4s50_1	0	50
sky130_fd_sc_hd__nor3_1	9	9
sky130_fd_sc_hd__xor2_1	7	7
sky130_fd_sc_hd__edfxtp_1	18	18
sky130_fd_sc_hd__a21oi_1	35	35
sky130_fd_sc_hd__nand2b_1	4	4
sky130_fd_sc_hd__xnor2_1	18	18
sky130_fd_sc_hd__dfxtp_1	89	89
sky130_fd_sc_hd__nand3_1	18	18
sky130_fd_sc_hd__nor2b_1	7	7
sky130_fd_sc_hd__o31ai_1	5	5
sky130_fd_sc_hd__a21boi_0	4	4
sky130_fd_sc_hd__a31oi_1	4	4
sky130_fd_sc_hd__or3_1	10	10
sky130_fd_sc_hd__o21ai_0	23	23
sky130_fd_sc_hd__conb_1	2	30
sky130_fd_sc_hd__nor3b_1	4	4
sky130_fd_sc_hd__nor2_1	40	40
sky130_fd_sc_hd__mux2i_1	16	16
sky130_fd_sc_hd__inv_1	26	26
sky130_fd_sc_hd__nand3b_1	3	3
sky130_fd_sc_hd__clkbuf_8	0	12
sky130_fd_sc_hd__and2_1	29	29
sky130_fd_sc_hd__nor4_1	3	3
sky130_fd_sc_hd__nand4_1	6	6
sky130_fd_sc_hd__and3_1	4	4
sky130_fd_sc_hd__o21a_1	3	3
sky130_fd_sc_hd__o22ai_1	4	4
sky130_fd_sc_hd__ha_1	29	29
## cell families after synthesis
logic type	after synthesis
adder cells (fa/ha/maj)	29
other	2
XOR/XNOR	25
AND/OR/NAND/NOR	209
multiplexers	20
flip-flops	107
buffers and inverters	89
AND-OR/OR-AND	96
## cell type report
cell class,instances,area share (%)
inverters,28,1.75
clock inverters,4,1.23
multi-input cells,409,43.6
clock buffers,16,3.46
flip-flops and latches,107,38.7
repair buffers,51,8.43
well taps,136,2.84
## metal layers
metal  vias up  routed length [um]  share of wire [%]  global-route usage, %
met5         -                   0                  0                      0
met4         0                 109                1.3                   1.91
met3        11                 486                5.7                   5.27
met2        81                3570                 42                   24.3
met1      1696                4410                 51                   26.1
li1       1959                   -                  -                      -
No activity file was given, so power comes from the tool's default toggle rates.
