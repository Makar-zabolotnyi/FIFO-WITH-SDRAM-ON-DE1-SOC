$ cat /design/flow/config.mk
export PLATFORM = sky130hd
export DESIGN_NAME = fifo_mem
export DESIGN_NICKNAME = fifo_mem
export VERILOG_FILES = /design/flow/design.v
export SDC_FILE = /design/flow/constraint.sdc
export NUM_CORES = 4
export LEC_CHECK = 1
export CORE_UTILIZATION = 40
$ cat /design/flow/constraint.sdc
current_design fifo_mem

set clk_period 3.1
set clk_io_pct 0.2

create_clock -name clk0 -period $clk_period [get_ports {clk}]

set non_clock_inputs [all_inputs -no_clocks]
set_input_delay [expr $clk_period * $clk_io_pct] -clock clk0 $non_clock_inputs
set_output_delay [expr $clk_period * $clk_io_pct] -clock clk0 [all_outputs]
$ cat /design/flow/design.v
module fifo_mem(
    input        clk,
    input        rst,
    input        we,
    input [ADDR-1:0]  addr_wr,
    input [ADDR-1:0]  addr_rd,
    input [4:0]  data_in,
    output reg [4:0] data_out
);
parameter       ADDR = 4;
    reg [ADDR:0] mem [0:15];
    integer i;
    always @(posedge clk) begin
        if (rst) begin
            for (i = 0; i < 16; i = i + 1)
                mem[i] <= 4'b0000;
            data_out <= 0;
        end
        else begin
            if (we)
                mem[addr_wr] <= data_in;
            data_out <= mem[addr_rd];
        end
    end
endmodule
$ cat /design/flow/run.sh
#!/bin/bash
# OpenROAD 26Q1-2900-gdf79404cd8, Yosys 0.63+post, stock flow scripts
make -C /OpenROAD-flow-scripts/flow DESIGN_CONFIG=/design/flow/config.mk WORK_HOME=/design/flow/orfs finish
==> run_results.csv <==
group,metric,value,unit
outcome,status,"finished clean",
floorplanning,core,0.00973,sq mm
critical_path,reg2regPathDepth,3,
global_route,grt_usage,18.5,%
job,warning_count,25,
sta,final-setup-viol-count,0,
sta,skew,0.0122,ns
global_route,grt_first_pass_wirelength,12800,um
floorplanning,io_pins,21,
cts,cts_resized,0,
critical_path,rr_endpoint,"data_out[0]",
global_route,antenna_found_initial,0,
sta,hold_viol,0,
synthesis,ys_chip_area,0.00401,sq mm
placed_design,dp.cells,435,
synthesis,synth_cell_types,29,
synthesis,ys_sh_adder,0,%
sta,fin_crit_sh,69.9,%
pwr,pwr_density_cell,496,mW/mm^2
critical_path,required,3.33,ns
placed_design,place.gp.congestion,0.834,
job,max-cap-violations,0,
synthesis,yosys.area_share.xor_xnor,0,%
floorplanning,rows,36,
routing,routed_via_density,5.06,
routing,first_pass_iters,5,
cts,clkSlewWorstSetupHoldPaths,0.08,ns
sta,rsz0062_at_grt,"false",
pwr,power_leakage,1.62,nW
synthesis,ys_sh_mux,12.1,%
global_route,overflow,0,
critical_path,critPathMaxStageDelay,0.68,ns
hold_path,hold_path.class,"flip-flop to flip-flop",
pwr,max-vdd-ir-drop,0.175,mV
global_route,grt_max_degree,24,
synthesis,syn_area,0.00401,sq mm
critical_path,startpoint_type,"input pin",
critical_path,crit_cells,5,
synthesis,ys_warn_count,1,
cts,cts_sinks,85,
synthesis,ys_cells,290,
placed_design,dp_hpwl,5730,um
synthesis,yosysSeqAreaShare,62.5,%
critical_path,r2r_slack,1.70,ns
critical_path,end_kind,"flip-flop",
sta,max_freq,462,MHz
synthesis,yosys.area_share.simple,20.8,%
sta,max-slew-margin-rel,49.9,%
synthesis,top_logic_kind,"simple AND/OR/NAND/NOR gates",
floorplanning,die_area,0.0104,sq mm
placed_design,port_buffers,20,
floorplanning,die_y,102,um
critical_path,cp.arrival,2.40,ns
routing,antenna_cells_inserted,0,
critical_path,critPathTopFamily,"multiplexers",
critical_path,crit_buf_inv,2,
cts,cts_hold_buf,0,
routing,ant_nets,0,
cts,htree_levels,3,
synthesis,syn_avg_cell_area,13.8,sq um
routing,routedWlPerCell,18.1,um
routing,drc,0,
synthesis,yosys.area.top_type,"edfxtp_1",
sta,min_period,2.17,ns
critical_path,cp-endpoint,"data_out[0]",
cts,clock_latency,0.35,ns
cts,cts_root_buf,"clkbuf_8",
critical_path,critPathMaxFanout,23,
synthesis,synth_flops,85,
critical_path,cp_slowest_cell,"mux4_1",
critical_path,path_cells,"clkdlybuf4s50_1 > buf_4 > mux4_1 > mux2i_1 > o21ai_0",
sta,setup_tns,0,ns
routing,num_vias,2281,
cts,post-cts-setup-buffer-count,0,
cts,cts_tree,"yes",
floorplanning,initial_core_util,41.2,%
layout,area_delta_synth_final,12.4,%
pwr,power,0.00223,W
critical_path,rr_startpoint,"mem[11][0]",
critical_path,crit_path_start,"addr_rd[0]",
synthesis,aoi_share,2.50,%
sta,worstMarginPinSlew,0.749,ns
synthesis,area_leaders,"edfxtp_1, and2_1, mux2i_1, mux4_1, or2_2",
layout,final_cell_mix,"and2_1, edfxtp_1, mux2i_1",
layout,layout-drive-gt1-share,12.9,%
cts,cts_made_buffers,9,
routing,finalWirelength,8150,um
synthesis,syn_inst,290,
routing,drt_iter0_markers,67,
layout,final_cells,451,
synthesis,top_cell_area_share,60.0,%
critical_path,criticalPathCategory,"input pin to flip-flop",
layout,postLayoutCoreUtil,46.3,%
cts,cts_buffer_depth,2,
sta,drv_slew,0,
floorplanning,die_x,102,um
global_route,first_global_vias,2334,
==> final cells by class <==
cell class	instances	area [sq um]
clock buffer	10	128
clock inverter	6	48.8
fill	864	5230
inverter	1	3.75
multi-input combinational	191	1420
sequential	85	2500
tap	133	166
timing repair buffer	25	238
==> cells in the mapped netlist <==
library cell / count
o22ai_1: 2
nor2b_1: 3
clkinv_1: 1
nor3_1: 2
edfxtp_1: 80
buf_12: 1
a21oi_1: 3
or2_2: 17
o21ai_0: 2
o211ai_2: 1
buf_2: 2
o21ai_1: 1
and2_1: 80
dfxtp_1: 5
a22oi_1: 4
nor3b_1: 1
mux4_2: 1
mux4_1: 8
nor2_1: 14
nand4bb_1: 1
buf_6: 2
nand2_1: 9
nand2b_1: 4
nor3_2: 2
mux2i_1: 25
nand3_1: 8
nand4b_1: 1
o211ai_1: 2
clkbuf_1: 8
==> worst min-delay path by stage <==
stage | cells past startpoint | startpoint | slack (ns) | end
after CTS | 4 | mem[4][0] | 0.64 | data_out[0]
after global routing | 4 | mem[0][4] | 0.67 | data_out[4]
final | 4 | mem[4][0] | 0.63 | data_out[0]
==> tightest hold or removal path, cell delays in order (launching register included) <==
cell      delay, ns
edfxtp_1       0.33
mux2i_1        0.06
nand2_1        0.07
o211ai_1       0.08
o21ai_0        0.07
==> flip-flops by register name (all words and copies together) (netlist names) <==
name      count
mem          80
data_out      5
==> stage by stage <==
stage / worst slack (ns) / hold WS (ns) / area, sq um
finish: 0.934 / 0.630 / 4500
floorplan: 1.31 / 0.567 / 4010
CTS: 0.944 / 0.641 / 4500
detailed placement: 0.568 / 0.627 / 4330
global placement: 0.566 / 0.632 / 4330
global route: 0.863 / 0.675 / 4500
==> report_power, final <==
part | switching [W] | leakage (nW) | internal (W)
logic | 0.000113 | 0.740 | 0.0000923
registers | 0.0000199 | 0.805 | 0.00132
clock network | 0.000393 | 0.0791 | 0.000296
==> logic make-up after synthesis <==
family,after synthesis
AND-OR/OR-AND,15
flip-flops,85
AND/OR/NAND/NOR,142
buffers and inverters,14
multiplexers,34
==> routing by layer <==
layer  share of wire, %  track usage, %  wire, um  up-vias
met5                  0               0         0        -
met4                2.5            4.29       200        0
met3                9.3            8.21       758       10
met2                 46            27.5      3770      104
met1                 42            27.0      3420     1072
li1                   -               -         -     1095
Power figures rest on the tool's default switching activity, not on a simulated workload.
